[flow/run.sh]
#!/bin/bash
# OpenROAD 26Q1-2900-gdf79404cd8, Yosys 0.63+post, stock flow scripts
make -C /OpenROAD-flow-scripts/flow DESIGN_CONFIG=/design/flow/config.mk WORK_HOME=/design/flow/orfs finish
[flow/config.mk]
export PLATFORM = sky130hd
export DESIGN_NAME = sram_dp
export DESIGN_NICKNAME = sram_dp
export VERILOG_FILES = /design/flow/design.v
export SDC_FILE = /design/flow/constraint.sdc
export NUM_CORES = 4
export LEC_CHECK = 1
export CORE_UTILIZATION = 50
[flow/constraint.sdc]
current_design sram_dp

set clk_period 5.0
set clk_io_pct 0.2

create_clock -name clk0 -period $clk_period [get_ports {i_clk}]

set non_clock_inputs [all_inputs -no_clocks]
set_input_delay [expr $clk_period * $clk_io_pct] -clock clk0 $non_clock_inputs
set_output_delay [expr $clk_period * $clk_io_pct] -clock clk0 [all_outputs]
[flow/design.v]
module sram_dp
#(
    parameter WIDTH         = 16,
    parameter ADDR_WIDTH    = 4,
    parameter DEPTH         = 1 << ADDR_WIDTH
)
(
    input                       i_clk,
    input                       i_ce_n,  
    input                       i_rdwr_n_0,   
    input  [ADDR_WIDTH-1:0]     i_addr_0, 
    input  [WIDTH-1:0]          i_data_0,
    output reg [WIDTH-1:0]      o_data_0,
    input                       i_rdwr_n_1,   
    input  [ADDR_WIDTH-1:0]     i_addr_1, 
    input  [WIDTH-1:0]          i_data_1,
    output reg [WIDTH-1:0]      o_data_1
);
reg [WIDTH-1:0] chip[DEPTH-1:0];
always @(posedge i_clk)
    begin
        if (~i_ce_n && ~i_rdwr_n_0) begin
            chip[i_addr_0] <= i_data_0;
        end
        else if (~i_ce_n && i_rdwr_n_0)  begin
            o_data_0 <= chip[i_addr_0];
        end
        else begin 
            o_data_0 <= {(WIDTH){1'bz}};
        end
    end
always @(posedge i_clk)
    begin
        if (~i_ce_n && ~i_rdwr_n_1) begin
            chip[i_addr_1] <= i_data_1;
        end
        else if (~i_ce_n && i_rdwr_n_1)  begin
            o_data_1 <= chip[i_addr_1];
        end
        else begin 
            o_data_1 <= {(WIDTH){1'bz}};
        end
    end
endmodule
==> results_slide.txt <==
Synthesis and Place & Route Summary

Outcome
  – Run status: finished clean

Final timing
  – Endpoints failing setup: 0
  – Rel. slew slack: 0.144
  – Cycle use final: 0.679
  – Time the worst path needs with I/O delays and setup: 3.40 ns
  – Final clock skew: 0.0107 ns
  – Maximum clock frequency: 294 MHz
  – Hold violation total from the final report: 0
  – Max-slew violation count: 0
  – RSZ-0062 raised after global routing: false
  – Worst-Margin Slew: 1.28 ns
  – Setup Total Neg Slack: 0 ns

Global route
  – All-Layer GR Usage: 0.335
  – Global-route wire length before repair: 69600 um
  – Number of antenna violations at the first check in global routing: 0
  – Pin count of the biggest net entering global routing: 38
  – Number of global-route vias before repair: 10.4k
  – Total congestion overflow after global routing: 0

Final layout
  – Share of cells above drive strength 1: 0.512
  – Non-filler instance count after layout: 1388
  – Final core occ: 0.582
  – Post-synthesis to final-layout area growth: 13.7%

Setup path
  – WS Path Type: primary input to flip-flop
  – Worst EP required: 5.12 ns
  – Arrival time at the worst endpoint: 3.51 ns
  – Category of the worst setup path capture point: flip-flop
  – Number of cells on the critical path: 4
  – Type of element launching the critical path: primary input
  – Critical-path top delay cell: nor2b_2
  – Critical path, cell by cell: clkdlybuf4s50_1 > nor2b_2 > nand2_2 > o21ai_2
  – Gate family responsible for the most delay along the worst path: simple AND/OR/NAND/NOR gates
  – Delay of the slowest cell on the worst path: 0.68 ns
  – Worst reg-to-reg path cell count: 3
  – Crit path buffers/inverters: 1
  – Max FO, Critical Path: 17

Flow run
  – Log Warnings: 25
  – Max-cap violations: 0

Logic synthesis
  – Area of the synthesized netlist per yosys stat: 0.0158 mm2
  – Per-instance average area after synthesis: 17.2 um2
  – Post-synthesis instance area: 0.0158 mm2
  – Top cells by area in the synthesized netlist: edfxtp_1 (55%), mux2_2 (18%), mux4_2 (18%)
  – Number of warnings reported in the yosys synthesis log: 3
  – Top area contributor share: 0.547
  – Proportion of synthesized chip area in sequential cells: 0.547
  – Async SR Flop Fraction: 0
  – List of most frequent post-synthesis cells: edfxtp_1 (288), mux2_2 (256), mux4_2 (128)
  – Yosys cell count: 918
  – Main flop type after synthesis: edfxtp_1
  – Number of enable-type register cells in the synthesized netlist: 288
  – Post-synthesis cell count: 918
  – Most popular library cell in the synthesized design by count: edfxtp_1
  – Cell variety after synth: 23
  – Post-synth top area cell: edfxtp_1
  – Seq cells post-synth: 288

CTS
  – Number of levels the H-tree was split into: 2
  – Clock sinks: 288
  – Master cell of the clock root buffer: clkbuf_16
  – Clock-pin transition on the worst setup and hold timing paths: 0.06 ns
  – Hold bufs inserted after CTS: 0
  – Post-cts gate resize count: 0
  – TritonCTS Buffers: 34
  – CTS tree: built
  – Number of setup buffers added after CTS: 0
  – Bufs on Longest Clock Path: 3
  – Clk latency of the worst-skew pair: 0.51 ns

Drt
  – 1st-pass router iterations: 22
  – Initial DRC Count: 641
  – Average wire per cell in the routed design: 34.0 um
  – Total wire length: 47200 um
  – Remaining antenna violation count after routing: 0
  – Via count: 9344
  – Routed vias/inst: 6.73
  – Post-route DRC violation count: 0

Place
  – Post-DP HPWL: 30100 um
  – # placed instances: 1325
  – Final weighted congestion in routability-driven placement: 0.920
  – Number of port buffers: 75

Floorplanning
  – Overall die area: 0.0323 mm2
  – I/O pin total: 76
  – Die X: 180 um
  – Area of the core region: 0.0308 mm2
  – Die height: 180 um
  – Std-Cell Rows: 64
  – FP Core Util: 0.512

Power
  – Leak: 5.90 nW
  – Total power per unit cell area: 322 mW/mm2
  – Peak VDD IR: 0.258 mV
  – Total power after layout: 5.78 mW

Min path
  – Kind of path behind the tightest hold check: flip-flop to flip-flop
  – Hold depth: 3
power by group:
part / internal (mW) / switching, mW / leakage [nW]
clock: 1.35 / 0.967 / 0.503
combinational: 0.328 / 0.340 / 2.75
sequential: 2.76 / 0.0396 / 2.65
total: 4.43 / 1.35 / 5.90
worst min-delay path, cell delays in order (launching register included):
cell	delay (ns)
edfxtp_1	0.34
mux4_2	0.23
a22oi_1	0.07
nand2_1	0.06
placed cells by master (no fill, tap or decap), types with 2 or more instances in the layout:
cell type	netlist	routed
mux2_2	256	256
clkinv_1	0	8
nand2_2	16	16
clkinv_2	0	6
nand2_1	34	34
clkinvlp_4	0	2
nand2b_1	3	3
o21ai_2	0	16
nor4b_4	2	2
nor2b_2	0	4
or2_2	2	2
clkdlybuf4s50_1	0	71
and2_1	2	2
a22oi_1	64	64
edfxtp_1	288	288
clkbuf_1	52	9
buf_4	6	33
nor2_2	0	2
mux4_2	128	128
clkbuf_16	0	37
final cells by class:
class	instances	area, um2
Antenna cell	1	2.50
Clock buffer	46	960
Clock inverter	16	75.1
Fill cell	2266	12900
Inverter	1	3.75
Multi-Input combinational cell	535	6810
Sequential cell	288	8650
Tap cell	396	495
Timing Repair Buffer	105	963
registers in the layout, indices dropped and copies added, names as in the netlist:
name and flops:
chip 256, o_data_0 16, o_data_1 16
per-layer routing:
metal / vias up / share of wire / global-route usage
met2: 595 / 0.47 / 0.488
met1: 4760 / 0.34 / 0.447
li1: 3917 / - / -
met4: 0 / 0.027 / 0.0721
met3: 72 / 0.16 / 0.225
met5: - / 0 / 0.00593
path summary, 6_finish.rpt:
kind | from | endpoint | slack (ns)
worst min register to register | chip[0][10] | o_data_0[10] | 0.80
worst max-delay path | i_addr_0[3] | chip[11][9] | 1.60
worst min-delay path | chip[0][10] | o_data_0[10] | 0.80
worst max register to register | chip[8][5] | o_data_1[5] | 3.11
metrics by stage:
stage	worst slack (ns)	hold WS [ns]	instance area (um2)
2_1_floorplan	1.53	0.731	15800
3_3_place_gp	1.15	0.783	16900
3_5_place_dp	1.15	0.782	16900
4_1_cts	1.65	0.805	18000
5_1_grt	1.51	0.842	18000
6_report	1.60	0.802	18000
cell families (layout without fill, tap and decap cells):
| kind of cell | after synthesis | in the layout | synth area share |
|---|---|---|---|
| flip-flops | 288 | 288 | 0.547 |
| other | 0 | 1 | 0 |
| buffers and inverters | 95 | 168 | 0.0263 |
| AND/OR/NAND/NOR | 71 | 71 | 0.0257 |
| AND-OR/OR-AND | 80 | 80 | 0.0355 |
| multiplexers | 384 | 384 | 0.365 |
Power is estimated from default activity; no workload was simulated.
